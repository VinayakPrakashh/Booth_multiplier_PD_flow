## flow/run.sh

```bash
#!/bin/bash
# OpenROAD 26Q1-2900-gdf79404cd8, Yosys 0.63+post, stock flow scripts
make -C /OpenROAD-flow-scripts/flow DESIGN_CONFIG=/design/flow/config.mk WORK_HOME=/design/flow/orfs finish
```

## flow/config.mk

```make
export PLATFORM = sky130hd
export DESIGN_NAME = datapath
export DESIGN_NICKNAME = datapath
export VERILOG_FILES = /design/flow/design.v
export SDC_FILE = /design/flow/constraint.sdc
export NUM_CORES = 4
export LEC_CHECK = 1
export CORE_AREA = 10 10 88 88
export DIE_AREA = 0 0 98 98
```

## flow/constraint.sdc

```tcl
current_design datapath

set clk_period 3.2
set clk_io_pct 0.2

create_clock -name clk0 -period $clk_period [get_ports {clk}]

set non_clock_inputs [all_inputs -no_clocks]
set_input_delay [expr $clk_period * $clk_io_pct] -clock clk0 $non_clock_inputs
set_output_delay [expr $clk_period * $clk_io_pct] -clock clk0 [all_outputs]
```

## flow/design.v

```verilog
module top (
    input clk_pad, rst_pad, start_pad,
    input [3:0] a_pad, b_pad,
    output [7:0] data_out_pad,
    output done_pad
);
wire clk, rst, start;
wire [3:0] a, b;
wire [7:0] data_out;
wire done;
wire clk_w;
wire sftA, clrA, ldA;
wire sftQ, clrQ, ldQ;
wire ldM, clrff, add_sub;
wire ldC, dec, enf;
wire q0, q1, eqz;
pc3d01 pc3d01_1(.PAD (clk_pad), .CIN (clk_w)); 
pc3c01 pc3c01_1(.CCLK (clk_w), .CP (clk));
pc3d01 pc3d01_2(.PAD (rst_pad), .CIN (rst));
pc3d01 pc3d01_3(.PAD (start_pad), .CIN (start));
pc3d01 pc3d01_4(.PAD (a_pad[3]), .CIN (a[3]));
pc3d01 pc3d01_5(.PAD (a_pad[2]), .CIN (a[2]));
pc3d01 pc3d01_6(.PAD (a_pad[1]), .CIN (a[1]));
pc3d01 pc3d01_7(.PAD (a_pad[0]), .CIN (a[0]));
pc3d01 pc3d01_8(.PAD (b_pad[3]), .CIN (b[3]));
pc3d01 pc3d01_9(.PAD (b_pad[2]), .CIN (b[2]));
pc3d01 pc3d01_10(.PAD (b_pad[1]), .CIN (b[1]));
pc3d01 pc3d01_11(.PAD (b_pad[0]), .CIN (b[0]));
pc3o05 pc3o05_1(.I (data_out[7]), .PAD (data_out_pad[7]));
pc3o05 pc3o05_2(.I (data_out[6]), .PAD (data_out_pad[6]));
pc3o05 pc3o05_3(.I (data_out[5]), .PAD (data_out_pad[5]));
pc3o05 pc3o05_4(.I (data_out[4]), .PAD (data_out_pad[4]));
pc3o05 pc3o05_5(.I (data_out[3]), .PAD (data_out_pad[3]));
pc3o05 pc3o05_6(.I (data_out[2]), .PAD (data_out_pad[2]));
pc3o05 pc3o05_7(.I (data_out[1]), .PAD (data_out_pad[1]));
pc3o05 pc3o05_8(.I (data_out[0]), .PAD (data_out_pad[0]));
pc3o05 pc3o05_9(.I (done), .PAD (done_pad));
datapath dp (
    .clk(clk),
    .rst(rst),
    .a(a),
    .b(b),
    .sftA(sftA),
    .clrA(clrA),
    .ldA(ldA),
    .sftQ(sftQ),
    .clrQ(clrQ),
    .ldQ(ldQ),
    .ldM(ldM),
    .clrff(clrff),
    .add_sub(add_sub),
    .ldC(ldC),
    .dec(dec),
    .enf(enf),
    .q0(q0),
    .q1(q1),
    .eqz(eqz),
    .data_out(data_out)
);
controller c (
    .clk(clk),
    .rst(rst),
    .q0(q0),
    .q1(q1),
    .eqz(eqz),
    .start(start),
    .ldA(ldA),
    .clrA(clrA),
    .sftA(sftA),
    .ldQ(ldQ),
    .clrQ(clrQ),
    .sftQ(sftQ),
    .ldM(ldM),
    .clrff(clrff),
    .add_sub(add_sub),
    .ldC(ldC),
    .dec(dec),
    .enf(enf),
    .done(done)
);
endmodule
module controller (
    input  clk, rst,
    input  q0, q1, eqz, start,
    output reg ldA, clrA, sftA,
    output reg ldQ, clrQ, sftQ,
    output reg ldM, clrff,
    output reg add_sub,
    output reg ldC,
    output reg dec,
    output reg enf,
    output reg done
);
    localparam S0 = 3'b000,
               S1 = 3'b001,
               S2 = 3'b010,
               S3 = 3'b011,
               S4 = 3'b100,
               S5 = 3'b101,
               S6 = 3'b110;
    reg [2:0] state, next_state;
    always @(posedge clk) begin
        if (rst)
            state <= S0;
        else
            state <= next_state;
    end
    always @(*) begin
        next_state = state;
        ldA     = 1'b0;
        clrA    = 1'b0;
        sftA    = 1'b0;
        ldQ     = 1'b0;
        clrQ    = 1'b0;
        sftQ    = 1'b0;
        ldM     = 1'b0;
        clrff   = 1'b0;
        add_sub = 1'b0;
        ldC     = 1'b0;
        dec     = 1'b0;
        enf     = 1'b0;
        done    = 1'b0;
        case (state)
            S0: begin
                if (start)
                    next_state = S1;
            end
            S1: begin
                next_state = S2;
                clrA  = 1'b1;
                clrff = 1'b1;
                ldC   = 1'b1;
                ldM   = 1'b1;
                ldQ   = 1'b1;
            end
            S2: begin
                if ({q1, q0} == 2'b01)
                    next_state = S3;
                else if ({q1, q0} == 2'b10)
                    next_state = S4;
                else
                    next_state = S5;
            end
            S3: begin
                next_state = S5;
                ldA     = 1'b1;
                add_sub = 1'b0;
            end
            S4: begin
                next_state = S5;
                ldA     = 1'b1;
                add_sub = 1'b1;
            end
            S5: begin
                if (!eqz)
                    next_state = S2;
                else
                    next_state = S6;
                sftA = 1'b1;
                sftQ = 1'b1;
                dec  = 1'b1;
                enf  = 1'b1;
            end
            S6: begin
                next_state = S0;
                done = 1'b1;
            end
            default: begin
                next_state = S0;
            end
        endcase
    end
endmodule
module datapath (
    input clk, rst,
    input [3:0] a,
    input [3:0] b,
    input sftA, clrA, ldA,
    input sftQ, clrQ, ldQ,
    input ldM, clrff,
    input add_sub,
    input ldC, dec, enf,
    output q0, q1,
    output eqz,
    output [7:0] data_out
);
wire [3:0] M, Q, A;
wire [3:0] alu_out;
wire [3:0] counter;
pipo M_reg(clk, rst, ldM, a, M);
shiftreg Q_reg(clk, rst, sftQ, clrQ, ldQ, A[0], b, Q);
shiftreg A_reg(clk, rst, sftA, clrA, ldA, A[3], alu_out, A);
alu ALU(A, M, add_sub, alu_out);
dff q0_ff(clk, rst, clrff, enf, Q[0], q0);
counter count(clk, rst, ldC, dec, counter);
assign eqz = (counter == 0) ? 1 : 0;
assign data_out = {A, Q};
assign q1 = Q[0];
endmodule
module counter (
    input clk, rst, ld, dec,
    output reg [3:0] data_out
);
    always @(posedge clk) begin
        if (rst)
            data_out <= 4'b0000;
        else if(ld)
            data_out <= 4'd3;
        else if(dec)
            data_out <= data_out - 1;
    end
endmodule
module alu (
    input [3:0] a, b,
    input sel,
    output reg [3:0] y
);
    always @(*) begin
        if(sel) y = a - b;
        else    y = a + b;
    end
endmodule
module pipo (
    input clk, rst, ld,
    input [3:0] data_in,
    output reg [3:0] data_out
);
    always @(posedge clk) begin
        if (rst)
            data_out <= 4'b0000;
        else if(ld)
            data_out <= data_in;
    end
endmodule
module shiftreg (
    input clk, rst, sft, clr, ld, s_in,
    input [3:0] data_in,
    output reg [3:0] data_out
);
    always @(posedge clk) begin
        if (rst)
            data_out <= 4'b0000;
        else if(clr)
            data_out <= 4'b0000;
        else if(ld)
            data_out <= data_in;
        else if(sft)
            data_out <= {s_in, data_out[3:1]};
    end
endmodule
module dff (
    input clk, rst, clr, en,
    input d,
    output reg q
);
    wire d_in = clr ? 1'b0 : (en ? d : q);
    always @(posedge clk) begin
        if (rst)
            q <= 1'b0;
        else
            q <= d_in;
    end
endmodule
```

==> deck_impl_summary.md <==
Implementation Results

Final timing
  – Fin crit period: 2.513 ns
  – Hold Slack: 0.4981 ns
  – Final setup viols: 0
  – RSZ-0062 raised after global routing: false
  – Final Skew: 0.001386 ns
  – TNS Setup: 0 ns
  – Final Hold Fails: 0
  – Actual slew at the worst max-slew pin: 0.3184 ns
  – Max Clk Rate: 397.9 MHz
  – Relative slew margins: 78.23%
  – Tcrit/Tclk final: 78.55%
  – Final Max Slew Viols: 0

Routing
  – Remaining antenna violation count: 0
  – DR iter-0 viols: 7
  – Drt via density: 3.770
  – Via count: 788
  – Drt wl/cell: 11.23 um
  – Total Wirelength: 2348 um
  – Pre-antenna DRT Iters: 3
  – Diode count: 0
  – DRC: 0

CTS
  – Post_cts resized: 0
  – TritonCTS clock tree: done
  – Max clock buf depth: 2
  – H-tree Lvls: 1
  – Number of CTS-inserted buffers: 3
  – Reg clk slew, reported paths: 0.07 ns
  – Root buf cell: clkbuf_8
  – Clk ins delay skew pair: 0.25 ns
  – CTS Hold Buffers Added: 0
  – Clock tree sinks: 17
  – Setup Buffers After CTS: 0

Worst setup path
  – Register-to-Register Path Depth: 9
  – Worst path arrival time: 2.70 ns
  – Setup crit start kind: primary input
  – Crit-path max FO: 4
  – Crit path DRT: 3.38 ns
  – CP endpoint kind: flop
  – R2r setup slk: 0.94 ns
  – Crit path kind: in -> reg

Synthesis
  – Flip-flops with a built-in enable: 0
  – Yosys warning tally: 5
  – Synth Area per Inst: 8.925 um^2
  – YS chip area: 937.1 um^2
  – Yosys cell count: 105
  – Syn Std Cell Area: 937.1 um^2
  – Ys async rst share: 0%
  – Share of the synthesized area in the top cell type: 36.32%
  – Area leader, netlist: dfxtp_1
  – Top cells by area: dfxtp_1, mux2i_1, nor2_1, ha_1, nor3_1
  – Top cells by count, synth: dfxtp_1, nor2_1, mux2i_1
  – Post-synth seq share: 36.32%
  – Synth flops: 17
  – Synth unique cells: 28
  – Syn Inst Count: 105
  – Dominant flop cell: dfxtp_1

GRT
  – First-pass GRT wire length: 3988 um
  – Initial antenna violation count: 0
  – Vias in the first global route: 868
  – GR Overflow Total: 0
  – Largest net degree at the start of global routing: 19
  – GRT Overall Usage: 4.866%

Place
  – HPWL Detailed: 1877 um
  – Post-placement cell area: 1316 um^2
  – Placer's final routability congestion estimate: 0.7865
  – I/O Buffers: 32

Hold path
  – HP Class: reg -> reg
  – Worst hold stages: 2

Finish
  – Final instance area: 1363 um^2
  – Layout cells sized above 1: 6.716%
  – Synthesis-to-layout area growth: 45.39%

Power and ir drop
  – Pwr Total: 0.5082 mW
  – Peak supply drop: 0.0001542 V
  – Leakage: 0.5249 nW
  – PD cells: 373.0 nW/um^2

Floorplanning
  – Row count: 28
  – Die W: 98 um
  – I/O pins: 33
  – Core Area: 5921 um^2
  – DIE HEIGHT: 98 um
  – Initial Util: 15.83%
  – DIE AREA: 9604 um^2

Run status
  – Status: completed

Run
  – MaxCap Viol Count: 0
  – Tool warning count: 25
[worst max-delay path, cell delays in order]
cell and delay, ns:
clkdlybuf4s50_1 0.52, mux2_2 0.37, inv_1 0.06, ha_1 0.21, and3b_1 0.17, or3b_1 0.36
mux2i_1 0.17, mux2i_1 0.19
[flip-flops by register name, indices dropped and copies added, names as in the netlist]
| name | count |
|---|---|
| A_reg.data_out | 4 |
| M_reg.data_out | 4 |
| Q_reg.data_out | 4 |
| count.data_out | 4 |
| q0_ff.q | 1 |
[final cells by class]
type                    instances  area [um^2]
clock buffers                   3        41.29
well taps                      75        93.84
repair buffers                 33        327.8
fillers                       629         4558
multi-input cells              73        528.0
inverters                       7        26.28
flip-flops and latches         17        340.3
clock inverters                 1        5.005
[path summary, 6_finish.rpt]
check,from,end
worst min register to register,A_reg.data_out[3],A_reg.data_out[3]
worst min-delay path,A_reg.data_out[3],A_reg.data_out[3]
worst max register to register,M_reg.data_out[0],A_reg.data_out[3]
worst max-delay path,add_sub,A_reg.data_out[3]
[power breakdown]
part	leakage, nW	internal, mW	switching [mW]
combinational	0.360	0.0689	0.0436
sequential	0.139	0.223	0.0108
clock	0.0255	0.0863	0.0757
total	0.525	0.378	0.130
[metal layers]
layer,up-vias,track usage (%),share of wire [%]
li1,416,-,-
met1,354,5.648,45
met2,16,8.122,45
met3,2,2.276,9.3
met4,0,0.7830,0.68
met5,-,0,0
[kinds of logic after synthesis]
kind of cell	after synthesis	synth area share, %
AND/OR/NAND/NOR	36	19.36
flip-flops	17	36.32
buffers and inverters	15	7.342
AND-OR/OR-AND	14	10.55
multiplexers	12	12.95
adder cells (fa/ha/maj)	6	8.812
XOR/XNOR	5	4.674
[layout by cell type (no fill, tap or decap)]
master and n:
fa_1 1, o211ai_2 1, or4b_4 1, a21oi_1 5, mux2i_1 11, a21o_1 1, mux2_2 1, nor2_1 17
dfxtp_1 17, xor2_1 3, nor3b_1 1, clkdlybuf4s50_1 32, clkinv_2 1, nor3_1 8, o21ai_0 1, a211oi_1 3
nand2_1 3, xnor2_1 2, or3b_1 1, buf_4 1, a2111oi_0 3, nor2b_1 1, or3_1 1, clkbuf_8 3
inv_1 7, nor4b_1 1, or2_2 1, ha_1 5, and3b_1 1
[metrics by stage]
step / instances / utilization (%) / setup slack, ns
floorplan: 105 / - / 1.053
global placement: 205 / 22.23 / 0.4551
detailed placement: 205 / 22.23 / 0.4113
CTS: 209 / 23.01 / 0.6816
global route: 209 / 23.01 / 0.5536
finish: 209 / 23.01 / 0.6865
Power and IR drop assume default switching activity.
